`design/flow/design.v`:
```
module ParToSerial 
#(parameter WIDTH=16)
(output SerOut, SerValidFlag
                    , input SerClock, ParValid
                    , input[WIDTH-1:0] BusIn
                    );
  logic[$clog2(WIDTH)-1:0] ix;  
  reg SerValid, Done, SerBit;
  assign #1 SerValidFlag = SerValid;
  assign #2 SerOut = SerBit;
  always@(posedge SerClock)
    begin  
    if (ParValid==1'b1)
          if (SerValid==1'b1)
               begin
               SerBit <= BusIn[ix];  
               if (ix==0)
                    begin
                    SerValid <= 1'b0;
                    Done     <= 1'b1;
                    end
               else ix <= ix - 1;
               end  
          else  
               begin
               if (Done==1'b0)
                 begin
                 SerValid <= 1'b1;  
                 ix       <= WIDTH-1;    
                 end
               SerBit <= 1'b0;  
               end
      else  
           begin
           SerValid <= 1'b0;
           Done     <= 1'b0;
           SerBit   <= 1'b0;  
           end  
    end  
endmodule  
```
`design/flow/config.mk`:
```
export PLATFORM = sky130hd
export DESIGN_NAME = ParToSerial
export DESIGN_NICKNAME = ParToSerial
export VERILOG_FILES = /design/flow/design.v
export SDC_FILE = /design/flow/constraint.sdc
export NUM_CORES = 4
export LEC_CHECK = 1
export CORE_AREA = 10 10 72 72
export DIE_AREA = 0 0 82 82
```
`design/flow/constraint.sdc`:
```
current_design ParToSerial

set clk_period 2.7
set clk_io_pct 0.2

create_clock -name clk0 -period $clk_period [get_ports {SerClock}]

set non_clock_inputs [all_inputs -no_clocks]
set_input_delay [expr $clk_period * $clk_io_pct] -clock clk0 $non_clock_inputs
set_output_delay [expr $clk_period * $clk_io_pct] -clock clk0 [all_outputs]
```
`design/flow/run.sh`:
```
#!/bin/bash
# OpenROAD 26Q1-2900-gdf79404cd8, Yosys 0.63+post, stock flow scripts
make -C /OpenROAD-flow-scripts/flow DESIGN_CONFIG=/design/flow/config.mk WORK_HOME=/design/flow/orfs finish
```
==> reports/metrics.csv <==
stage;metric;value;unit
setup_path;arrival;1230;ps
grt;grt_pass1_wl;1.780;mm
synth;yosysTopAreaCellShare;27.99;%
setup_path;worstPathRequired;2160;ps
final_layout;drive_gt1_share;8.197;%
synth;synth-edff-count;4;
setup_path;crit_family;buffers and inverters;
placed_design;placed_area;660.6;µm²
placed_design;portBuffers;19;
setup_path;rr_worst_depth;4;
die;die_h;82;µm
clock_tree;path_clk_slew;40;ps
synth;syn_avg_cell_area;10.47;µm²
clock_tree;cts-hold-fix-buffers;0;
synth;aoi_share;12.83;%
die;core_area;3689;µm²
drt;diodes;0;
synth;topCellsByArea;edfxtp_1, dfxtp_1, mux4_2;
synth;ys_sh_simple;11.37;%
synth;adder_share;2.915;%
synth;post-synth-top-count-cell;nand2_1;
synth;synth-async-reset-ratio;0;%
synth;synth.top_cells.by_count;nand2_1, edfxtp_1, mux2i_1, dfxtp_1, inv_1;
final_timing;period_needed;1773;ps
job;maxCapViolCount;0;
synth;xor_area_share;4.082;%
final_timing;setup_viol;0;
setup_path;worst-path-buf-inv;1;
die;fp-utilization;11.64;%
setup_path;cp_max_fo;9;
power_and_ir_drop;powerDensity;451.1;nW/µm²
grt;grt_pass1_vias;397;
synth;syn-cell-area;429.2;µm²
setup_path;cp_slowest_cell;clkdlybuf4s50_1;
synth;synth_area_leader_cell;edfxtp_1;
die;fp.dieW;82;µm
worst_hold_path;hold_path_class;register to register;
final_timing;max-slew-margin-rel;72.66;%
setup_path;crit_chain;clkdlybuf4s50_1;
job;warning_count;25;
grt;grt-ovfl-total;0;
synth;synth_seq_share;41.98;%
synth;ys_warn_count;1;
setup_path;max_stage_delay;540;ps
drt;routed_wl;1.167;mm
synth;ys.flops;7;
placed_design;gp_congestion;0.7641;
synth;yosys_cells;41;
final_timing;worstMarginPinSlew;410.1;ps
final_layout;syn_to_final_growth;64.43;%
placed_design;hpwl;950;µm
die;dieArea;6724;µm²
clock_tree;cts_tree;yes;
synth;syn_inst;41;
grt;grt_max_degree;10;
synth;synthFlopType;edfxtp_1;
power_and_ir_drop;p_leak;0.2609;nW
clock_tree;clk-insertion-delay-late;220;ps
final_timing;slew_viol_final;0;
final_timing;grt_setup_unrepaired;false;
final_timing;hold_viol;0;
drt;routedWlPerCell;10.71;µm
die;io_pins;20;
final_timing;finClkSkew;0.6450;ps
grt;track_usage;3.345;%
clock_tree;cts.sinks;7;
synth;synth_cell_types;19;
final_layout;postLayoutCoreUtil;19.13;%
setup_path;critPathKind;register to primary output;
synth;top_logic_kind;multiplexers;
setup_path;cp-start-kind;register;
drt;vias_per_cell;3.514;
final_timing;worst_slack;927.2;ps
placed_design;dp_slack;900.4;ps
drt;drc;0;
setup_path;end_kind;primary output;
clock_tree;ctsHtreeMaxLevel;1;
final_timing;post-route-period-util;65.66;%
clock_tree;clock_path_buffers;2;
clock_tree;cts_setup_buffers;0;
worst_hold_path;hold_depth;2;
clock_tree;cts.repair.resized;0;
drt;drt-pass1-iter-count;4;
setup_path;cp_num_cells;1;
drt;vias;383;
synth;synthMuxAreaShare;19.83;%
power_and_ir_drop;ir_drop;279.5;µV
final_timing;clock.fmax;0.5641;GHz
drt;dr.first_iter.drc_count;42;
synth;ys_chip_area;429.2;µm²
drt;antenna_left;0;
final_timing;tns;0;ps
run_status;run_status;finished, final reports clean;
die;core.rowCount;22;
clock_tree;clockRootBuffer;clkbuf_8;
clock_tree;numCtsBuffers;3;
final_layout;fin_area;705.7;µm²
grt;antenna_found_initial;0;
path summary, 6_finish.rpt:
kind | from | slack [ps] | end
min | Done$_SDFFE_PN0P_ | 500 | Done$_SDFFE_PN0P_
max reg2reg | ix[0]$_SDFFCE_PN1P_ | 1100 | ix[0]$_SDFFCE_PN1P_
min reg2reg | Done$_SDFFE_PN0P_ | 500 | Done$_SDFFE_PN0P_
max | SerValid$_SDFF_PN0_ | 930 | SerValidFlag
worst reg2reg max path: cells and delay by family, from the launching register on:
family	cells	cell delay, ps
adders and majority gates	1	240
buffers and inverters	1	90
DFF	1	590
and+or+nand+nor	1	120
AOI/OAI and AO/OA	1	260
per-layer routing:
| layer | part of all wire [%] | GRT usage (%) |
|---|---|---|
| met1 | 39 | 4.155 |
| met2 | 54 | 5.172 |
| met3 | 7.8 | 1.982 |
| met4 | 0 | 0.1701 |
| met5 | 0 | 0 |
area by class of cell:
type / count / area (µm²)
Sequential cell: 7 / 180.2
Clock buffer: 4 / 45.04
Fill cell: 408 / 2983
Multi-Input combinational cell: 28 / 219.0
Inverter: 3 / 11.26
Tap cell: 48 / 60.06
Timing Repair Buffer: 19 / 190.2
cells in the final DEF, fill, tap and decap left out, drive strengths merged:
master          n
mux2i           4
inv             3
xnor2           2
nor2            2
mux4            2
nand3           2
a21boi          1
clkbuf          4
a21oi           1
nor3            1
clkdlybuf4s50  19
o211ai          1
ha              1
a31oi           1
o2111ai         1
dfxtp           3
o211a           2
edfxtp          4
nand2           7
sequential cells by signal, indices dropped and copies added, names as in the netlist:
register and count:
SerValid 1, SerBit 1, ix 4, Done 1
where the power goes:
part | internal, mW | leakage (nW) | switching [mW] | total (mW)
Sequential | 0.118 | 0.0584 | 0.00721 | 0.126
Combinational | 0.0363 | 0.180 | 0.0122 | 0.0485
Clock | 0.102 | 0.0228 | 0.0424 | 0.144
kinds of logic (layout without fill, tap and decap cells):
logic type      count (synthesis)  count (layout)
flops                           7               7
xor+xnor                        2               2
buf+inv                         6              26
fa+ha+maj                       1               1
mux                             6               6
compound gates                  7               7
simple gates                   12              12
through the flow:
step / hold WS (ps) / power, mW / cells
floorplan: 462.3 / 0.1455 / 41
global placement: 475.6 / 0.1756 / 105
detailed placement: 490.5 / 0.1759 / 105
CTS: 503.5 / 0.3216 / 109
global route: 561.1 / 0.3333 / 109
finish: 502.4 / 0.3183 / 109
No activity file was given, so power comes from the tool's default toggle rates.
